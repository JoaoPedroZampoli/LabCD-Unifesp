==> flow/design.v <==
module DivisorFreq (
    input CLK,
    output reg S
);
    reg [25:0] OUT;
    initial begin
        OUT = 0;
        S = 0;
    end
    always @ (posedge CLK) begin
        if (OUT == 26'd49999999) begin
            OUT <= 26'd0;
            S <= 1'b1;  
        end
        else begin
            OUT <= OUT + 1;
            S <= 1'b0;  
        end
    end
endmodule
==> flow/run.sh <==
#!/bin/bash
# OpenROAD 26Q1-2900-gdf79404cd8, Yosys 0.63+post, stock flow scripts
make -C /OpenROAD-flow-scripts/flow DESIGN_CONFIG=/design/flow/config.mk WORK_HOME=/design/flow/orfs finish
==> flow/config.mk <==
export PLATFORM = sky130hd
export DESIGN_NAME = DivisorFreq
export DESIGN_NICKNAME = DivisorFreq
export VERILOG_FILES = /design/flow/design.v
export SDC_FILE = /design/flow/constraint.sdc
export NUM_CORES = 4
export LEC_CHECK = 1
export CORE_AREA = 10 10 111 111
export DIE_AREA = 0 0 121 121
==> flow/constraint.sdc <==
current_design DivisorFreq

set clk_period 3.0
set clk_io_pct 0.2

create_clock -name clk0 -period $clk_period [get_ports {CLK}]

set non_clock_inputs [all_inputs -no_clocks]
set_input_delay [expr $clk_period * $clk_io_pct] -clock clk0 $non_clock_inputs
set_output_delay [expr $clk_period * $clk_io_pct] -clock clk0 [all_outputs]
==> run notes <==
flow finished, numbers: Latency at later pin=0.27 ns, vias in the first global route=806, Syn Inst Count=123, OpenROAD warnings=25, FP Util=0.120, GPL Wtd Cong=0.852, TritonCTS buffer count=3, core area=9860 um^2, setup TNS=0 ns, r2r startpoint=OUT[0], Max IR drop VDD=0.298 mV, buffers added on ports=1, largest area contributor in the netlist=dfxtp_1, filler instances=1119, Pins Over Slew Limit=0, Async S/R FF share, synth=0, CP max stage delay=0.45 ns, Top cells by area=dfxtp_1 46%, xnor2_1 6.7%, xor2_1 5.9%, nand4_1 4.2%, nand3_1 3.8%, Avg WL per Cell=7.85 um, Routed Antenna Nets=0, Rel. slew slack=0.691, logic area=614 um^2, clock root cell=clkbuf_8, crit path cell chain=ha_1, nand3_1, nor4_1, nor4b_4, buf_4, a21oi_1, outcome=completed, layout cells sized above 1=0.0709, final cell count without fillers=260, setup violators final=0, yosys stat area=1180 um^2, # Cells Yosys=123, CP endpoint kind=register, Remaining DRCs=0, Final Hold Violating Endpoints=0, Util after Layout=0.141, clock slew at reported path FFs=0.09 ns, CP top delay family=simple AND/OR/NAND/NOR gates, Die Height=121 um, Total GRT Usage=0.0289, DR vias/cell=3.41, Reg area=541 um^2, Rows=36, P_sw=0.107 mW, Worst EP arrival=2.19 ns, largest net degree at the start of global routing=15, clock power share=0.361, CTS resizes=0, Lkg Pwr=0.485 nW, crit path max fanout=10, Net Sw Frac=0.191, io pins=2, final worst-path cycle share=0.678, setup bufs post-CTS=0, Worst Max-Slew Pin Slew=0.461 ns, Synth cell types=27, clock skew=0.00159 ns, PwrDens=404 nW/um^2, #FFs+latches synth=27, H-tree Lvls=1, Worst Setup Start Kind=register, final period demand of the worst path=2.03 ns, FMAX=0.492 GHz, Synth warnings=1, cts-stage hold buffer count=0, maximum clock path buffer count=2, Die Span X=121 um, Syn Std Cell Area=1180 um^2, required time of the critical path=3.15 ns, Setup WS pre-CTS=0.976 ns, Remaining Overflow, GRT=0, Max-area cell share=0.458, sequential element share of the synthesized area=0.458, Buffers & Inverters on Critical Path=1, Sink Count=27, setup ws final=0.966 ns, DR iter-0 viols=109, Internal=0.453 mW, unrepaired setup endpoints after global routing=false, ANT cells=0, First-pass DRT Iterations=4, Comb power frac=0, worst setup path startpoint=OUT[0], aggregate routed wire length=2040 um, main flop type after synthesis=dfxtp_1, dpl hpwl=1430 um, PnR Total Power=0.560 mW, share of power burned in registers=0.639, min-delay src=OUT[0], Mapped Avg Cell Area=9.60 um^2, Via Count=886, Max stage delay cell, worst path=nor4b_4, Die ar.=14600 um^2, Placed Cells=256, initial antenna violation count=0, CTS tree=done, Crit Path Class=reg2reg, worst min-delay path class=reg2reg, maxcap violations=0, area delta synth->final=17.5%, EDFF count, synth=0, wire length of the first global-routing pass=3750 um
[cells by family (layout without fill, tap and decap cells)]
kind of cell	after synthesis	after routing	share of synthesized area
XOR/XNOR	17	17	0.126
buffers and inverters	3	7	0.0222
AND-OR/OR-AND	14	14	0.0635
adder cells (fa/ha/maj)	1	1	0.0106
flip-flops	27	27	0.458
AND/OR/NAND/NOR	61	61	0.320
[power groups by stage]
stage | Clock (mW) | Combinational (mW) | Sequential [mW]
after CTS | 0.213 | 0.000000245 | 0.358
after global routing | 0.226 | 0.000000245 | 0.358
final | 0.202 | 0.000000245 | 0.358
[worst register-to-register path: stages, from the launching register on]
cell     delay [ns]
dfxtp_1        0.40
ha_1           0.22
nand3_1        0.22
nor4_1         0.31
nor4b_4        0.45
buf_4          0.26
a21oi_1        0.06
[final cells by class]
| cell class | instances | share of cell area |
|---|---|---|
| sequential | 27 | 0.390 |
| multi-input combinational | 93 | 0.443 |
| clock buffer | 4 | 0.0325 |
| timing repair buffer | 2 | 0.0126 |
| tap | 133 | 0.120 |
| inverter | 1 | 0.00271 |
[metrics by stage]
stage          area, um^2  hold slack [ns]
2_1_floorplan        1180            0.437
6_report             1390            0.482
3_3_place_gp         1340            0.460
5_1_grt              1390            0.510
4_1_cts              1390            0.482
3_5_place_dp         1340            0.460
[final timing paths]
kind	endpoint	slack [ns]	depth (start not counted)
worst min-delay path	OUT[0]	0.48	1
worst min register to register	OUT[0]	0.48	1
worst max-delay path	OUT[25]	0.97	6
worst max register to register	OUT[25]	0.97	6
[cell usage after synthesis (all sizes together), types with 2 or more instances]
cell type  number
o31ai           2
nor2           11
xnor2           9
nand3           9
nand4           9
xor2            8
nor4            5
a21oi           7
dfxtp          27
and3            3
nand2           6
or4             3
and4            4
o21ai           5
or3             6
buf             2
[sequential cells by signal (all words and copies together), names as in the netlist]
name	flops
OUT	26
S	1
[routing by layer]
layer  up-vias  share of wire  GRT usage
met2        10           0.41     0.0439
met5         -              0          0
met3         2          0.044    0.00850
li1        459              -          -
met1       415           0.54     0.0418
met4         0         0.0024   0.000754
[placed cells by master, fill, tap and decap left out, drive strengths merged, types with 6 or more instances in the layout]
cell type   n
xor2        8
or3         6
xnor2       9
nand3       9
nand4       9
dfxtp      27
a21oi       7
nor2       11
nand2       6
No activity file was given, so power comes from the tool's default toggle rates.

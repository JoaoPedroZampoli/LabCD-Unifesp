===== config.mk =====
export PLATFORM = sky130hd
export DESIGN_NAME = GeradorDeFrequencias
export DESIGN_NICKNAME = GeradorDeFrequencias
export VERILOG_FILES = /design/flow/design.v
export SDC_FILE = /design/flow/constraint.sdc
export NUM_CORES = 4
export LEC_CHECK = 1
export CORE_UTILIZATION = 50

===== constraint.sdc =====
current_design GeradorDeFrequencias

set clk_period 6.9
set clk_io_pct 0.2

create_clock -name clk0 -period $clk_period [get_ports {clk_in}]

set non_clock_inputs [all_inputs -no_clocks]
set_input_delay [expr $clk_period * $clk_io_pct] -clock clk0 $non_clock_inputs
set_output_delay [expr $clk_period * $clk_io_pct] -clock clk0 [all_outputs]

===== design.v =====
module GeradorDeFrequencias (
    input clk_in,
    output reg clk_05s,  
    output reg clk_1s,   
    output reg clk_2s,   
    output reg clk_6s    
);
    reg [27:0] cont_05;
    reg [27:0] cont_1;
    reg [27:0] cont_2;
    reg [27:0] cont_6;
    initial begin
        cont_05 = 0; clk_05s = 0;
        cont_1  = 0; clk_1s  = 0;
        cont_2  = 0; clk_2s  = 0;
        cont_6  = 0; clk_6s  = 0;
    end
    always @(posedge clk_in) begin
        if (cont_05 == 12499999) begin
            cont_05 <= 0;
            clk_05s <= ~clk_05s;
        end else begin
            cont_05 <= cont_05 + 1;
        end
        if (cont_1 == 24999999) begin
            cont_1 <= 0;
            clk_1s <= ~clk_1s;
        end else begin
            cont_1 <= cont_1 + 1;
        end
        if (cont_2 == 49999999) begin
            cont_2 <= 0;
            clk_2s <= ~clk_2s;
        end else begin
            cont_2 <= cont_2 + 1;
        end
        if (cont_6 == 149999999) begin
            cont_6 <= 0;
            clk_6s <= ~clk_6s;
        end else begin
            cont_6 <= cont_6 + 1;
        end
    end
endmodule

===== run.sh =====
#!/bin/bash
# OpenROAD 26Q1-2900-gdf79404cd8, Yosys 0.63+post, stock flow scripts
make -C /OpenROAD-flow-scripts/flow DESIGN_CONFIG=/design/flow/config.mk WORK_HOME=/design/flow/orfs finish

==> run summary <==
Implementation numbers.

- The warning tally printed by Yosys for this design is 1.
- The post-route cell area is 5680 sq um.
- Overall power consumption after layout is estimated at 1.57 mW.
- The static leakage is 2.12 nW.
- The CTS tree is yes.
- The overall chip area is 10100 sq um.
- The report lists the cells along the critical path as clkdlybuf4s50_1.
- After routing, the total negative slack on setup checks comes to 0 ps.
- The worst endpoint data arrival time is 1300 ps.
- Dividing the final minimum period by the clock period gives 38.9%.
- Once the floorplan was initialized, standard cells occupied 52.0% of the core.
- Per the GRT log, the top usage layer is met1.
- The detailed router finished its first iteration with 127 violations.
- The antenna diode count is 0.
- The initial antenna violation count is 0.
- For the worst-skew pair, the clock arrives at the later sink with an insertion delay of 500 ps.
- The worst setup path is of the flip-flop to output port kind.
- Counting pins that exceed their max-slew limit in the final report gives 0.
- The global placement routability congestion is 0.896.
- The simple logic cell fraction of the synthesized area is 29.6%.
- The report lists the power per cell area as 277 nW/um^2.
- The largest incremental delay on the critical path is 460 ps.
- The routed layout reports a DRC error count of 0.
- Per Yosys stat, the portion of area used by sequential elements is 48.7%.
- The tightest slew margin relative to the limit is 44.7%.
- By instance count after routing, the leading logic cell types are sky130_fd_sc_hd__dfxtp_1 (112), sky130_fd_sc_hd__nor2_1 (74), sky130_fd_sc_hd__nand3_1 (50).
- The register bit total from synthesis is 116.
- The flow measured a signed area growth from synthesis to layout of 17.0%.
- The number of I/O port buffers is 4.
- The number of instances in the synthesized netlist is 526.
- Summing the areas of all compound-gate instances in the mapped netlist gives 2.89% of the synthesized area.
- The root buffer selected by CTS is sky130_fd_sc_hd__clkbuf_8.
- Per the final layout report, the fraction of cells sized above drive strength 1 comes to 7.84%.
- On the worst setup and hold paths after CTS, the clock-pin slew comes to 50 ps.
- The clock sink count is 116.
- Per the post-synthesis stats, the area per cell is 9.22 sq um.
- The clock period could shrink to 2680 ps.
- The highest clock rate is 373 MHz.
- Per the repair_timing log after CTS, setup buffers inserted total 0.
- Setup repair after global routing left no endpoint under its margin.
- The first-pass GRT wire length is 15.3 mm.
- The launching element type of the critical path is a flip-flop.
- In this run the core area contains 35 standard-cell rows.
- Detailed placement ended at an HPWL of 5.77 mm.
- The horizontal die dimension reported for this design is 101 microns.
- Buffers inserted to repair hold after CTS numbered 0.
- The cell family contributing the most delay on the critical path is buffers and inverters.
- The global route stage reports its total congestion overflow as 0.
- The pin count of the biggest net entering global routing is 17.
- The per-cell routed wire length is 12.7 microns.
- Across the VDD grid, the largest voltage drop is 0.000206 V.
- The sum of buffers and inverters on the critical path is 1.
- The flow ran to the end, and the final reports show no timing, DRC or antenna violations.
- The number of global-route vias before repair is 3295.
- In the routed layout, each cell is associated on average with a via count of 5.26.
- The post-synthesis instance area is 4850 sq um.
- Routing resource usage on met2 recorded by global route was 27.5%.
- The type of the most critical hold path is flip-flop to flip-flop.
- The I/O pin count is 5.
- The total placed instance area is 5060 sq um.
- The number of gates given a new drive strength after cts is 0.
- The maximum level of the CTS H-tree is 4.
- The critical path endpoint has a required time of 5520 ps.
- After Yosys synthesis, full adders, half adders and majority gates account for 1.03% of the synthesized area.
- In the final run the clock tree shows a worst skew of 6.71 ps.
- STA classifies the critical path endpoint as an output port.
- The chip area in the Yosys report is 4850 sq um.
- The detail route stage leaves a number of antenna-violating nets equal to 0.
- The area of the core region is 9330 sq um.
- met3 track demand over resource after global routing is 5.50%.
- For reference, the final report shows the hold violation count at 0.
- The vias after detailed routing is 3627.
- Summing over the stages, the warning tally comes to 25.
- The library cell used most frequently in the layout, excluding fill and tap cells, is sky130_fd_sc_hd__dfxtp_1.
- The overall fraction of global-route tracks in use is 19.3%.
- The maximum fanout along the worst path is 2.
- The synth_stat.txt file lists the number of cells as 526.
- The number of library cell types mapped by synthesis is 40.
- The clock tree buffer depth is 2.
- Cells fill 60.9% of the core in the end.
- The routed wire length is 8.76 mm.
- The number of clock buffers added by TritonCTS is 17.
- The length of the first detailed-routing pass in iterations is 4.
- The die height is 101 microns.
- The number of max-cap violations is 0.
- The number of endpoints failing setup at the final stage is 0.
- Of the combinational cells, the family taking the most area is simple AND/OR/NAND/NOR gates.
- The share of cell area taken by muxes after synthesis is 0%.
- For this run, global-route usage on met1 was measured as 31.5%.
- The number of fillers in the final layout is 771.
- The measured slew at the worst slew-check pin is 822 ps.
- The critical path's slowest stage uses the library cell sky130_fd_sc_hd__clkdlybuf4s50_1.
- The XOR/XNOR share of the synthesized area is 16.2%.
-- state kept, by name, indices dropped and copies added, names as in the netlist --
signal	count
cont_05	28
clk_1s	1
clk_2s	1
cont_2	28
clk_6s	1
cont_1	28
cont_6	28
clk_05s	1
-- path summary, 6_finish.rpt --
kind	from	endpoint	slack, ps	cells after the start
min reg2reg	cont_6[0]$_SDFF_PN0_	cont_6[0]$_SDFF_PN0_	450	1
max reg2reg	cont_2[8]$_SDFF_PN0_	cont_2[7]$_SDFF_PN0_	4540	4
min	cont_6[0]$_SDFF_PN0_	cont_6[0]$_SDFF_PN0_	450	1
max	clk_05s$_DFFE_PN_	clk_05s	4220	1
-- power by group --
group | leakage, nW | switching (mW) | internal, mW
sequential | 0.948 | 0 | 0.674
clock | 0.305 | 0.287 | 0.612
combinational | 0.867 | 0 | 0
total | 2.12 | 0.287 | 1.29
-- synthesized netlist by cell type, drive strengths merged --
cell type  instances  area (sq um)
nand4             26           163
dfxtp            112          2240
xor2              44           385
and4               7          61.3
o221ai             1          8.76
nand2b             2          12.5
o21ai              7          35.0
and2               4          25.0
nand2             45           169
nor3b              1          7.51
or4bb              3          33.8
edfxtp             4           120
clkbuf             5          18.8
o311ai             2          17.5
a21oi              3          15.0
nor2b              4          25.0
or4                4          37.5
a21boi             1          7.51
nor4bb             3          30.0
inv               12          45.0
ha                 4          50.1
nor2              74           278
and3              13          81.3
or3                4          25.0
nor3              16          80.1
o211ai             3          32.5
or2                2          12.5
xnor2             46           403
or4b               3          30.0
a2bb2oi            1          8.76
nor4              16           106
nor4b              1          8.76
o31ai              2          15.0
nand3             50           250
buf                1          11.3
-- through the flow --
| stage | hold WS (ps) | cells | setup slack (ps) |
|---|---|---|---|
| 6_report | 449 | 690 | 4220 |
| 5_1_grt | 484 | 690 | 4150 |
| 4_1_cts | 454 | 690 | 4190 |
| 3_5_place_dp | 443 | 658 | 4570 |
| 3_3_place_gp | 427 | 658 | 4590 |
| 2_1_floorplan | 418 | 526 | 4680 |
-- logic make-up (layout without fill, tap and decap cells) --
logic type / after synthesis / in the layout
AOI/OAI and AO/OA: 20 / 20
xor gates and xnor gates: 90 / 90
and+or+nand+nor: 278 / 278
DFF: 116 / 116
adders and majority gates: 4 / 4
buffers and inverters: 18 / 53
-- cell type report --
cell class	count	area (sq um)	share of cell area, %
multi-input combinational	392	2410	42.5
sequential	116	2360	41.6
clock buffer	22	463	8.16
tap	129	161	2.84
clock inverter	10	153	2.69
timing repair buffer	9	77.6	1.37
inverter	12	45.0	0.793
-- layer usage --
metal	vias to the layer above	wire length, microns
li1	1890	-
met1	1688	4740
met2	47	3630
met3	2	351
met4	0	38
met5	-	0
Power is estimated from default activity; no workload was simulated.

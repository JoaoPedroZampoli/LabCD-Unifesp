[./run.sh]
#!/bin/bash
# OpenROAD 26Q1-2900-gdf79404cd8, Yosys 0.63+post, stock flow scripts
make -C /OpenROAD-flow-scripts/flow DESIGN_CONFIG=/design/flow/config.mk WORK_HOME=/design/flow/orfs finish
[./config.mk]
export PLATFORM = sky130hd
export DESIGN_NAME = DecodificadorBCD
export DESIGN_NICKNAME = DecodificadorBCD
export VERILOG_FILES = /design/flow/design.v
export SDC_FILE = /design/flow/constraint.sdc
export NUM_CORES = 4
export LEC_CHECK = 1
export CORE_AREA = 10 10 70 70
export DIE_AREA = 0 0 80 80
[./constraint.sdc]
current_design DecodificadorBCD

set clk_period 1.0
set clk_io_pct 0.2

create_clock -name clk0 -period $clk_period

set non_clock_inputs [all_inputs -no_clocks]
set_input_delay [expr $clk_period * $clk_io_pct] -clock clk0 $non_clock_inputs
set_output_delay [expr $clk_period * $clk_io_pct] -clock clk0 [all_outputs]
[./design.v]
module DecodificadorBCD(W,X,Y,Z,a,b,c,d,e,f,g);
input W,X,Y,Z;
output a,b,c,d,e,f,g;
reg[6:0] segmentos;
always@(*)
case({W,X,Y,Z})
4'b0000: segmentos = 7'b0000001;
4'b0001: segmentos = 7'b1001111;
4'b0010: segmentos = 7'b0010010;
4'b0011: segmentos = 7'b0000110;
4'b0100: segmentos = 7'b1001100;
4'b0101: segmentos = 7'b0100100;
4'b0110: segmentos = 7'b0100000;
4'b0111: segmentos = 7'b0001111;
4'b1000: segmentos = 7'b0000000;
4'b1001: segmentos = 7'b0000100;
default: segmentos = 7'b1111111;
endcase
assign {a,b,c,d,e,f,g} = segmentos;
endmodule
==> impl_metrics.ini <==
; physical design summary
[final_layout]
register_area_um2 = 0
fin_util = 0.1634
layout-drive-gt1-share = 0.8182
filler_cell_count = 383
post_route_cell_area_um2 = 558.0
nFlopsAndLatches = 0
layout.clock_buffers = 0
area.growth.synth_to_final_pct = 156.3

[floorplan]
initCoreUtil = 0.06374
row_count = 21
chip_area_um2 = 6400
die_y_um = 80
ioPinCount = 11
floorplan.core_area_um2 = 3416
floorplan.die.width_um = 80

[placement]
hpwlAfterDp_um = 622.6
portBuffers = 11
dpl_cell_area_um2 = 445.4
preCtsSetupSlack_ns = -1.029
globalplace.congestion = 0.7893

[drt]
dr_total_vias = 293
average_wire_per_cell_in_the_routed_design_um = 8.406
routed_wirelength_um = 849
route.detailed.vias_per_inst = 2.901
drtIter0Drc = 8
drtPass1Iterations = 2
insertedDiodeCount = 0
detail-route-antenna-nets = 0
drc = 0

[synthesis]
synth-cells-yosys = 32
postSynthCellCount = 32
yosys-stat-area_um2 = 217.7
netlist_logic_family_top = simple AND/OR/NAND/NOR gates
synthXorXnorAreaFrac = 0
post_synthesis_cell_type_with_the_largest_combined_area = sky130_fd_sc_hd__ha_1
yosysTopAreaCellShare = 0.2874
synth_warnings = 1
yosys-top-cells-count = sky130_fd_sc_hd__nor2_1 (7), sky130_fd_sc_hd__a21oi_1 (6), sky130_fd_sc_hd__ha_1 (5), sky130_fd_sc_hd__nand2b_1 (4), sky130_fd_sc_hd__inv_1 (2)
ys_sh_simple = 0.3333
most_common_cell = sky130_fd_sc_hd__nor2_1
ys_sh_adder = 0.2874
compound_area_frac = 0.2759
synth.distinct_cells = 13
biggest_area_cells = sky130_fd_sc_hd__ha_1 (29%), sky130_fd_sc_hd__a21oi_1 (14%), sky130_fd_sc_hd__nor2_1 (12%)
synth_area_um2 = 217.7
post_synth_mux_area_share = 0
seq_area_frac_synth = 0
avgSynthCellArea_um2 = 6.803

[setup_path]
arrival_ns = 1.07
timing.critical_path.slowest_stage_cell = sky130_fd_sc_hd__or2_1
cell_seen_most_often_among_critical_path_stages = sky130_fd_sc_hd__a21oi_2
top_delay_family_on_crit_path = buffers and inverters
cp.required_ns = 0.80
critPathKind = primary input to primary output
max_stage_delay_ns = 0.21
critical_path.cell_chain = buf_8, inv_8, ha_4, or2_1, a21oi_2, buf_4, a21oi_2, buf_2
critical_path_launch_point_type = primary input
path_max_fanout = 3
end_kind = primary output
critPathBufInv = 4

[hold_path]
min_to = b
worst_hold_startpoint = X
timing.hold.worst_path_depth = 4
worst_hold_path_type = primary input to primary output

[timing]
postLayoutSetupSlackWorst_ns = -0.2697
finalSetupViolations = 7
rsz0062_at_grt = yes
slew_violations = 0
post-route-min-period_ns = 1.270
final_hold_viol_count = 0
layout_worst_path_cycle_share = 1.270
max-slew-margin-rel = 0.8957
worst-slew-pin-transition_ns = 0.1557
max_freq_ghz = 0.7876

[pwr]
seqPwrFrac = 0
p_comb_frac = 1.000
power.share.switching = 0.4278
p_leak_nw = 0.2309
p_per_area_nw_per_um2 = 376.6
net-switching-power_mw = 0.08990
clock_power_share = 0
irDropWorstVdd_v = 0.00005742
cell_internal_pwr_mw = 0.1202

[grt]
grt_pass1_wl_mm = 1.352
first_global_vias = 283
grt_remaining_overflow = 0
antenna_found_initial = 0
grt_start_max_net_pins = 12
globalRouteTotalUtil = 0.02471

[clock_tree]
post_cts_hold_buffer_count = 0

[status]
violations = setup timing
run_status = finished, violations left

[flow_run]
openroad.warnings = 38
drv.max_cap_violation_count = 0
power groups by stage:
| stage | registers (mW) | logic [mW] | clock network [mW] |
|---|---|---|---|
| after CTS | 0 | 0.195 | 0 |
| after global routing | 0 | 0.232 | 0 |
| final | 0 | 0.210 | 0 |
metal layers:
layer | global-route usage | vias to the layer above | part of all wire
met3 | 0.005682 | 0 | 0.073
met1 | 0.03362 | 128 | 0.50
li1 | - | 158 | -
met2 | 0.04093 | 7 | 0.43
met4 | 0 | 0 | 0
met5 | 0 | - | 0
logic make-up after synthesis:
kind of cell / Yosys count
AND/OR/NAND/NOR: 14
AND-OR/OR-AND: 9
adder cells (fa/ha/maj): 5
buffers and inverters: 4
cell usage in the layout (no fill, tap or decap):
cell type                   instances
sky130_fd_sc_hd__nor2_1             6
sky130_fd_sc_hd__buf_2              6
sky130_fd_sc_hd__a31oi_2            1
sky130_fd_sc_hd__inv_8              1
sky130_fd_sc_hd__buf_6              3
sky130_fd_sc_hd__a21oi_1            1
sky130_fd_sc_hd__a21oi_2            6
sky130_fd_sc_hd__nor2_4             1
sky130_fd_sc_hd__clkbuf_4           1
sky130_fd_sc_hd__ha_4               4
sky130_fd_sc_hd__nor2_2             1
sky130_fd_sc_hd__nand2b_4           3
sky130_fd_sc_hd__a2bb2oi_2          1
sky130_fd_sc_hd__nor2b_2            1
sky130_fd_sc_hd__or2_1              1
sky130_fd_sc_hd__buf_4             12
sky130_fd_sc_hd__ha_1               1
sky130_fd_sc_hd__buf_8              1
sky130_fd_sc_hd__clkbuf_2           1
sky130_fd_sc_hd__nand2b_1           1
sky130_fd_sc_hd__inv_2              2
area by class of cell:
| type | count | area [um^2] | area share |
|---|---|---|---|
| inverters | 3 | 18.77 | 0.03363 |
| repair buffers | 24 | 181.4 | 0.3251 |
| well taps | 46 | 57.56 | 0.1031 |
| multi-input cells | 28 | 300.3 | 0.5381 |
worst max-delay path by stage:
stage     start  end  depth (start not counted)
6_report      Y    d                          8
5_1_grt       Y    d                          8
4_1_cts       Y    d                          8
metrics by stage:
| step | cells | total power, mW | setup TNS (ns) | hold WS [ns] |
|---|---|---|---|---|
| 2_1_floorplan | 32 | 0.06115 | 0 | 0.4553 |
| 3_3_place_gp | 97 | 0.1692 | -6.689 | 1.539 |
| 3_5_place_dp | 97 | 0.1701 | -6.722 | 1.541 |
| 4_1_cts | 100 | 0.1947 | -1.233 | 0.7978 |
| 5_1_grt | 101 | 0.2319 | -1.315 | 0.8405 |
| 6_report | 101 | 0.2101 | -0.9443 | 0.8055 |
repair_timing:
action                                  CTS  global route
gates cloned                              0             0
buffers inserted                          3             1
pin swaps                                12             6
resized                                  60             8
endpoints found under the setup margin    7             7
hold endpoints to repair                  0             0
Power figures rest on the tool's default switching activity, not on a simulated workload.
